File: design/flow/constraint.sdc
current_design B2BCD

set clk_period 2.8
set clk_io_pct 0.2

create_clock -name clk0 -period $clk_period [get_ports {clk}]

set non_clock_inputs [all_inputs -no_clocks]
set_input_delay [expr $clk_period * $clk_io_pct] -clock clk0 $non_clock_inputs
set_output_delay [expr $clk_period * $clk_io_pct] -clock clk0 [all_outputs]
File: design/flow/run.sh
#!/bin/bash
# OpenROAD 26Q1-2900-gdf79404cd8, Yosys 0.63+post, stock flow scripts
make -C /OpenROAD-flow-scripts/flow DESIGN_CONFIG=/design/flow/config.mk WORK_HOME=/design/flow/orfs finish
File: design/flow/config.mk
export PLATFORM = sky130hd
export DESIGN_NAME = B2BCD
export DESIGN_NICKNAME = B2BCD
export VERILOG_FILES = /design/flow/design.v
export SDC_FILE = /design/flow/constraint.sdc
export NUM_CORES = 4
export LEC_CHECK = 1
export CORE_UTILIZATION = 50
File: design/flow/design.v
`timescale 1ns / 1ps
module B2BCD(clk,P,F,BCD);
input clk;
input [9:0]P,F;
output [31:0]BCD;
localparam [2:0] S0 = 0,S1 = 1,S2 = 2,S3 = 3,S4 = 4,S5 = 5,S6 = 6,S7 = 7;
reg [2:0] state_reg,state_next;
reg C0,C1,C2,C3,C4,C5;
reg [3:0] D0,D1,D2,D3,BCD0,BCD1,BCD2,BCD3,BCD4,BCD5,BCD6,BCD7,counter;
reg [9:0] r,I;
wire Z;
initial counter = 0;
assign BCD={BCD7,BCD6,BCD5,BCD4,BCD3,BCD2,BCD1,BCD0};
always @(posedge clk)
begin 
    if(C0) 
        counter <= 9;
    else if(C1)
        counter <= counter - 1;
end
assign Z  = (counter == 0);
always @*
begin
    if(C4)
        I <= P;
    else
        I <= F;
end
always @(posedge clk)
begin
    if(C0)
        r <= I;
    else if(C1)
        r <= r << 1;
end
always @(posedge clk)
begin
    if(C0)
        D3 <= 0;
    else if(C1)
        D3 <= {D3[2:0],D2[3]};
end
always @(posedge clk)
begin
    if(C3) 
        begin
            BCD3 <= D3;
            BCD2 <= D2;
            BCD1 <= D1;
            BCD0 <= D0;
        end
    if(C5) 
        begin
            BCD7 <= D3;
            BCD6 <= D2;
            BCD5 <= D1;
            BCD4 <= D0;
        end
end
always @(posedge clk)
begin
    if(C0)
        D2 <= 0;
        else if(C1)
            D2 <= {D2[2:0],D1[3]};
        else if(C2)
            if(D2 > 4)
                D2 <= D2 + 3;
end
always @(posedge clk)
begin
    if(C0)
        D1 <= 0;
    else if(C1)
        D1 <= {D1[2:0],D0[3]};
    else if(C2)
        if(D1 > 4)
            D1 <= D1 + 3;
end
always @(posedge clk)
begin
    if(C0)
        D0 <= 0;
    else if(C1)
        D0 <= {D0[2:0],r[9]};
    else if(C2)
        if(D0 > 4)
            D0 <= D0 + 3;
end
always@(posedge clk)
begin
    state_reg <= state_next;
end
always @*
begin
    case(state_reg)
    S0:
        begin
            C0 = 1;C1 = 0;C2 = 0;C3 = 0;C4 = 0;C5 = 0;
            state_next = S1;
        end
    S1:
        begin
            C0 = 0;C1 = 0;C2 = 1;C3 = 0;C4 = 0;C5 = 0;
            state_next = S2;
        end
    S2:
        begin
            if(Z)
                begin
                    C0 = 0;C1 = 1;C2 = 0;C3 = 0;C4 = 0;C5 = 0;
                    state_next = S3;
                end
            else
                begin
                    C0 = 0;C1 = 1;C2 = 0;C3 = 0;C4 = 0;C5 = 0;
                    state_next = S1;
                end
        end
    S3:
        begin
            C0 = 0;C1 = 0;C2 = 0;C3 = 1;C4 = 0;C5 = 0;
            state_next = S4;
        end
    S4:
        begin
            C0 = 1;C1 = 0;C2 = 0;C3 = 0;C4 = 1;C5 = 0;
            state_next = S5;
        end 
    S5:
        begin
            C0 = 0;C1 = 0;C2 = 1;C3 = 0;C4 = 0;C5 = 0;
            state_next = S6;
        end
    S6:
        begin
            if(Z)
                begin
                    C0 = 0;C1 = 1;C2 = 0;C3 = 0;C4 = 0;C5 = 0;
                    state_next = S7;
                end
             else
                begin
                    C0 = 0;C1 = 1;C2 = 0;C3 = 0;C4 = 0;C5 = 0;
                    state_next = S5;
                end
        end
    S7:
        begin
            C0 = 0;C1 = 0;C2 = 0;C3 = 0;C4 = 0;C5 = 1;
            state_next = S0;
        end 
    default:
    begin
        C0 = 0;C1 = 0;C2 = 0;C3 = 0;C4 = 0;C5 = 0;
        state_next = S0;
    end
    endcase
end
endmodule
==> summary.txt <==
Implementation results.

The number of standard-cell rows in the floorplan is 26. The final weighted congestion in routability-driven placement is 0.7941. The count of state elements after synthesis is 65.

Synthesis produced a netlist whose cell count is 219. The highest attainable clock frequency is 0.5897 GHz. The CTS tree is yes.

Gates resized during post-CTS repair numbered 0. The critical path start-end classification is reg2out. On the final layout, the worst clock skew is 0.008559 ns. STA classifies the critical path startpoint as a flip-flop. Global routing consumed, over all layers together, 18.96% of the routing resources. The endpoint identified for the worst register-to-register timing path is BCD6[1]. The die area is 0.005629 sq mm. In the final routed layout, each cell accounts on average for 13.19 um. At the floorplan stage, the core utilization is reported as 52.20%. The worst flop-to-flop path startpoint is state_reg[2]. The vertical die dimension is 75.03 um.

Setup repair after global routing left no endpoint under its margin. For this run, the detailed router's first-pass iteration total came to 4. The worst register-to-register path has a setup slack of 1.20 ns.

The aggregate negative setup slack is 0 ns. Buffers added to address setup during post-CTS repair amount to 0. For the worst flop-to-flop path, the logic depth is 2.

The floorplan report gives the top-level pin count as 53. The combined buffer and inverter count along the critical path is 1. The total cells reported by yosys after synthesis is 219. The tool warning count for the run is 27. The chip area estimate from yosys synthesis is 0.002666 sq mm.

According to the timing report, the data required time at the worst endpoint equals 2.24 ns. The type of the most critical hold path is reg2reg. The number of warning messages in the yosys log is 1. The cell taking the most area after synthesis is edfxtp_1.

The routed layout reports a DRC error count of 0. The clock transition time at the flip-flop clock pins of the worst setup and hold paths is 0.07 ns. The area of the mapped netlist is 0.002666 sq mm. Along the worst path, the maximum fanout reaches 1.

In the post-route report, total wirelength is listed as 4617 um. The share of the synthesized area in the top cell type is 47.30%. The number of flip-flops under the largest register name is 10. The worst setup path endpoint is BCD[17]. The proportion of layout cells with a drive suffix above 1 is 7.500%. The worst voltage drop across the vdd grid is 0.4105 mV. Setup violations remaining at the end of the flow were counted as 0.

Counting distinct cell types in the post-synthesis netlist gives 40. The chip width is 75.03 um. Per the detail_route report, vias per standard cell equal 5.191. The tree built by TritonCTS fans out to 65 sinks. Entering global routing, the biggest net connects 35 pins. The via count of the first global-routing pass came to 1647. Across all layers, the routed design uses 1817 vias. The number of antenna repair diodes is 0.

Nets still carrying antenna violations after routing amount to 0. The area growth from synthesis to layout is 29.75%. The final non-filler cell total is 350. The mean post-synth cell area is 12.17 sq um. The run finished with clean final reports. For this design, the slowest cell found on the critical path is clkdlybuf4s50_1. Looking at the cell usage after synthesis, the top flip-flop cell is edfxtp_1. For reference, the top cells by area after synthesis are edfxtp_1 (47%), dfxtp_1 (17%), mux2i_1 (5.6%). The share of the Yosys chip area taken by registers is 64.57%. In this run the worst setup path begins at BCD4[1].

The number of slew-limit violations in the final report is 0. The post-synth count of flops with an enable pin is 42. For this design, the CTS-stage hold fixing added 0 buffers. CTS placed an instance of clkbuf_8 at the clock tree root. Per the CTS log, the maximum H-tree level is 3. The floorplan core area is 0.005107 sq mm. The arrival time of data at the critical path endpoint is 1.14 ns. Input and output buffers added on the ports amount to 52.

After global routing the overflow that remains totals 0. The top cell type by instance count after synthesis is edfxtp_1. The transition time at the pin with the least slew margin is 0.7739 ns. The maximum buffer depth of the clock tree is 2. The hold violation count in the final report is 0.

At the later pin of the worst-skew pair, clock insertion delay measures 0.34 ns. The register ranked first by flip-flop count is r. Counting instances in the post-synthesis netlist gives the leading cell types as edfxtp_1 (42), dfxtp_1 (23), nand2_1 (22). The critical path goes through clkdlybuf4s50_1. The initial antenna violation count was 0. Max-cap violations in this run came to 0. The number of cells in the design after placement is 334. In this run the tightest slew margin relative to its limit is 48.41%. The share of flip-flops with an asynchronous set or reset is 0%.

The analysis attributes to cell leakage a power of 1.125 nW. In the finished design, the share of the clock period the worst path needs comes to 60.57%. Total power normalized to cell area comes to 547.4 mW/mm^2. STA classifies the critical path endpoint as an output port. For this run the detailed placement stage logged an HPWL of 2927 um. On the critical path the largest part of the delay comes from buffers and inverters. The number of design-rule violations left by the first detailed-router iteration is 134. Among all stages on the critical path, the maximum delay recorded is 0.46 ns. The number of clock buffers inserted by TritonCTS is 9. All stages included, the depth of the critical timing path comes to 1. The first global-routing pass estimated 7679 um of wire.

The smallest clock period supported by the final layout is computed as 1.696 ns.
## kinds of logic after synthesis
kind of cell	count (synthesis)	share of synthesized area (%)
flops	65	64.57
simple gates	60	11.97
buf+inv	26	4.223
fa+ha+maj	5	2.346
xor+xnor	1	0.3285
mux	15	5.631
compound gates	47	10.93
## worst reg2reg max path, cell delays in order (launching register included)
cell     delay [ns]
dfxtp_1        0.30
buf_4          0.22
and3_1         0.70
## worst min path at each step
stage                      start          to  slack (ns)  cells past startpoint
after global routing  counter[3]  counter[3]        0.49                      1
after CTS                  D3[3]     BCD3[3]        0.47                      0
final                      D3[3]     BCD3[3]        0.46                      0
## per-layer routing
layer  part of all wire [%]  global-route usage [%]  vias to the layer above
li1                       -                       -                      918
met1                     49                   33.15                      843
met2                     44                   26.83                       45
met3                    5.0                   3.935                       11
met4                    2.3                   3.354                        0
met5                      0                       0                        -
## layout by cell type, fill, tap and decap left out, types with 6 or more instances in the layout
cell              n
inv_1            14
clkdlybuf4s50_1  52
o21ai_0          20
dfxtp_1          23
nand2_1          22
edfxtp_1         42
mux2i_1          15
a21oi_1           7
nand3_1           6
clkbuf_8          9
## per-stage QoR
step | setup slack, ns | total power, mW | utilization [%] | area [sq um] | hold slack [ns]
detailed placement | 1.162 | 1.066 | 63.60 | 3248 | 0.4560
global route | 1.043 | 1.944 | 67.74 | 3460 | 0.4908
finish | 1.104 | 1.894 | 67.74 | 3460 | 0.4623
global placement | 1.163 | 1.065 | 63.60 | 3248 | 0.4565
floorplan | 0.8082 | 1.037 | - | 2666 | 0.4237
CTS | 1.078 | 1.908 | 67.74 | 3460 | 0.4702
## where the power goes
part / switching (mW) / internal [mW] / total (mW)
registers: 0 / 1.01 / 1.01
logic: 0.00646 / 0.0279 / 0.0344
clock network: 0.350 / 0.500 / 0.850
total: 0.356 / 1.54 / 1.89
## area by class of cell
| class | instances | area (sq um) |
|---|---|---|
| sequential | 65 | 1722 |
| fill | 401 | 1648 |
| timing repair buffer | 56 | 550.5 |
| clock inverter | 5 | 80.08 |
| clock buffer | 11 | 131.4 |
| inverter | 15 | 56.30 |
| tap | 70 | 87.58 |
| multi-input combinational | 128 | 832.0 |
No activity file was given, so power comes from the tool's default toggle rates.
