<file path="design/flow/config.mk">
export PLATFORM = sky130hd
export DESIGN_NAME = frequency_meter
export DESIGN_NICKNAME = frequency_meter
export VERILOG_FILES = /design/flow/design.v
export SDC_FILE = /design/flow/constraint.sdc
export NUM_CORES = 4
export LEC_CHECK = 1
export CORE_UTILIZATION = 30
</file>
<file path="design/flow/constraint.sdc">
current_design frequency_meter

set clk_period 4.3
set clk_io_pct 0.2

create_clock -name clk0 -period $clk_period [get_ports {clk}]

set non_clock_inputs [all_inputs -no_clocks]
set_input_delay [expr $clk_period * $clk_io_pct] -clock clk0 $non_clock_inputs
set_output_delay [expr $clk_period * $clk_io_pct] -clock clk0 [all_outputs]
</file>
<file path="design/flow/design.v">
`timescale 1ns / 1ps
module frequency_meter(clk,s,F,NE);
    input clk;
    input s;
    output reg [9:0] F;
    output NE;
    localparam S0 = 0,S1 = 1;
    reg [16:0] MPC;
    reg state_reg,state_next,C0,C1,Q0,Q1,Q2;
    wire Z,inc,enb;
    reg [9:0] FC;
    initial state_reg = 0;
    initial C1 = 0;
    initial C0 = 0;
    initial FC = 0;
    always@(posedge clk)
    begin
        Q0 <= Q1;
        Q1 <= Q2;
        Q2 <= s;
    end
    assign NE = ~Q1 & Q0;
    assign inc = NE;
    always @(posedge clk)
    begin
        if(C0)
            MPC <= 100000;
        else
            MPC <= MPC -1;
    end
    assign Z = (MPC ==0);
    assign enb = ~Z;
    always @(posedge clk)
    begin
        if(C0)
            FC <= 0;
        else if(inc)
            if(enb)
                FC <= FC + 1;
    end
    always@(posedge clk)
    begin
        if(C1)
            F <= FC;
    end
    always @(posedge clk)
        begin
            state_reg <= state_next;
        end
    always @(*)
    begin
        case(state_reg)
        S0:
            begin
                C1 = 0;C0 = 1;
                state_next = S1;
            end
        S1:
            begin
                if(Z)
                    begin
                        C1 = 1;C0 = 0;
                        state_next = S0;
                    end
                else
                    begin
                        C1 = 0;C0 = 0;
                        state_next = S1;
                    end
            end
        default: 
            begin
                C0 = 0;C1 = 0;
                state_next = S0;
            end
        endcase
    end
endmodule
</file>
<file path="design/flow/run.sh">
#!/bin/bash
# OpenROAD 26Q1-2900-gdf79404cd8, Yosys 0.63+post, stock flow scripts
make -C /OpenROAD-flow-scripts/flow DESIGN_CONFIG=/design/flow/config.mk WORK_HOME=/design/flow/orfs finish
</file>
==> notes.md <==
yosys + openroad results -> status complete, no violations, synth unique cells 34, vias in the first global route 921, max reg flops 17, clock period minus worst slack 2.335 ns, number of levels in the clock H-tree 2, Final Hold Vio Count 0, syn avg cell area 10.94 um2, Seq share, synth 56.49%, CTS Buf Count 5, drt wl/cell 10.04 um, cts repair resizes 0, cts hold-fix bufs 0, Largest Register MPC, post-route ant nets 0, vias 1046, FP Util 31.52%, highest clock rate 0.4283 GHz, # Cells Yosys 149, first-pass GRT wire length 4.105 mm, total die size 5734 um2, Die H 75.72 um, final setup fails 0, pwr dens 335.5 nW/um2, drt pass-1 iters 4, CP Data Arrival Time 1.47 ns, # fillers 505, Port Buffers 12, # rows 26, Max FO, Critical Path 4, Worst Clk Skew 0.01194 ns, RSZ-0062 raised after global routing false, GP Congestion 0.7206, Worst Hold Class flop to flop, top flop regs MPC (17), FC (10), F (10), ys async rst share 0%, post-route cell area 1896 um2, CP Capture Type output pin, Slew headroom 64.26%, die width 75.72 um, DPL Wire Length 1.538 mm, final period utilization 54.30%, clock root cell clkbuf_8, EDFF count, synth 10, clock tree buffer depth 2, Primary FF master, synth dfxtp_1, drt total wl 2.360 mm, gr ovfl total 0, Total GRT Usage 9.412%, flops out of synthesis 41, core area 5172 um2, Via density 4.451, DRC Markers 0, number of diodes 0, tool warnings 25, setup_tns 0 ns, I/O Pins 13, CP startpoint kind flop, Worst-Margin Slew 0.5349 ns, layout cells sized above 1 7.273%, crit path kind flop to output pin, Area Overhead vs Synth 16.27%, crit path DRT 3.44 ns, DP Area 1812 um2, Final Slew Violations 0, CTS sink count 41, Leakage 0.0006072 uW, drt first-iter violations 81, max_cap viols 0, worst vdd ir 0.1877 mV, CTS tree built, Cell Area, Synth 1630 um2, largest net degree at the start of global routing 30, area figure in the yosys stat output 1630 um2, Post-CTS Setup Bufs 0, Syn. warnings 1, antenna violations before repair 0, CTS clk-pin slew, worst paths 0.08 ns, Mapped Cells 149, clk latency late pin 0.29 ns
[metrics by stage]
stage / power, uW / worst slack [ns] / hold WS [ns] / instances / utilization, %
global route: 660.4 / 1.872 / 0.3332 / 235 / 36.65
floorplan: 403.8 / 2.166 / 0.3096 / 149 / -
CTS: 643.2 / 1.937 / 0.3183 / 235 / 36.65
detailed placement: 405.8 / 2.079 / 0.3121 / 227 / 35.03
finish: 636.0 / 1.965 / 0.3173 / 235 / 36.65
global placement: 405.7 / 2.114 / 0.3101 / 227 / 35.03
[routing by layer]
metal  global-route usage, %  wire length (um)  up-vias
li1                        -                 -      549
met1                   14.12              1265      471
met2                   14.19               965       19
met3                   2.413                76        7
met4                   1.646                53        0
met5                       0                 0        -
[cell usage in the layout, fill, tap and decap left out, drive strengths merged]
cell,netlist,routed
clkinvlp,0,1
xor2,3,3
or3,5,5
clkdlybuf4s50,0,12
and2,8,8
inv,4,4
nor4,3,3
nand4,1,1
clkbuf,3,6
or4,2,2
nand2b,2,2
edfxtp,10,10
buf,2,1
nor3b,2,2
o21ai,6,6
nand3,7,7
nor2,7,7
nor3,4,4
o41ai,1,1
dfxtp,31,31
o21a,2,2
clkinv,0,1
o211ai,2,2
xnor2,10,10
and3,1,1
mux2i,2,2
o31ai,2,2
nor2b,5,5
a21boi,8,8
nand2,13,13
ha,2,2
or4b,1,1
[critical path: stages, from the launching register on]
cell and delay, ns:
dfxtp_1 0.30, nor2b_1 0.34, clkdlybuf4s50_1 0.54
[final timing paths]
path         slack (ns)  endpoint  cells past startpoint   start
max                1.97        NE                      2      Q0
min                0.32        Q1                      0      Q2
max reg2reg        2.08      F[0]                      7  MPC[0]
min reg2reg        0.32        Q1                      0      Q2
[layout make-up]
cell class                      count  area (um2)  share of cell area [%]
Clock buffer                        6       72.57                   3.828
Clock inverter                      2       11.26                  0.5941
Inverter                            4       15.01                  0.7921
Multi-Input combinational cell     99       660.6                   34.85
Sequential cell                    41       920.9                   48.58
Tap cell                           70       87.58                   4.620
Timing Repair Buffer               13       127.6                   6.733
[cells in the mapped netlist, drive strengths merged, types with 3 or more instances]
cell type,number,area [um2]
nor3,4,20.02
nor2,7,26.28
and2,8,50.05
xor2,3,26.28
or3,5,31.28
o21ai,6,41.29
inv,4,15.01
nor2b,5,31.28
xnor2,10,87.58
nand2,13,48.80
nor4,3,18.77
nand3,7,35.03
clkbuf,3,11.26
edfxtp,10,300.3
a21boi,8,60.06
dfxtp,31,620.6
[report_power, final]
group          total, uW  switching [uW]  leakage (uW)  internal, uW
clock network        239             127     0.0000388           112
logic               2.79           0.909      0.000249          1.88
registers            394           0.367      0.000320           394
[cells by family after synthesis]
group	synth area share, %
mux	1.228
compound gates	9.516
fa+ha+maj	1.535
buf+inv	2.993
flops	56.49
xor+xnor	6.984
simple gates	21.26
Power and IR drop assume default switching activity.
