## flow/config.mk

```make
export PLATFORM = sky130hd
export DESIGN_NAME = display_interface
export DESIGN_NICKNAME = display_interface
export VERILOG_FILES = /design/flow/design.v
export SDC_FILE = /design/flow/constraint.sdc
export NUM_CORES = 4
export LEC_CHECK = 1
export CORE_UTILIZATION = 30
```

## flow/constraint.sdc

```tcl
current_design display_interface

set clk_period 3.6
set clk_io_pct 0.2

create_clock -name clk0 -period $clk_period [get_ports {clk}]

set non_clock_inputs [all_inputs -no_clocks]
set_input_delay [expr $clk_period * $clk_io_pct] -clock clk0 $non_clock_inputs
set_output_delay [expr $clk_period * $clk_io_pct] -clock clk0 [all_outputs]
```

## flow/design.v

```verilog
`timescale 1ns / 1ps
module display_interface(WADD,DIN,enter,clk,CAtoCG,E,DP);
    input clk;
    input enter;
    input [2:0] WADD;
    input [5:0] DIN;
    output reg [7:0] E;
    output reg [6:0] CAtoCG;
    output DP;
    reg [5:0] D0,D1,D2,D3,D4,D5,D6,D7,B0,B1,B2,B3,B4,B5,B6,B7,DOUT;
    initial E = 8'b11111111;
    always @(WADD or enter or DIN)
    begin
    if(enter)
        begin
            case(WADD)
             0: D0 = DIN;
             1: D1 = DIN;
             2: D2 = DIN;
             3: D3 = DIN;
             4: D4 = DIN;
             5: D5 = DIN;
             6: D6 = DIN;
             7: D7 = DIN;
            endcase
        end
    end
    always @(posedge clk)
    begin
        case(WADD)
            0: B0 = D0;
            1: B1 = D1;
            2: B2 = D2;
            3: B3 = D3;
            4: B4 = D4;
            5: B5 = D5;
            6: B6 = D6;
            7: B7 = D7;
                endcase
    end
    reg [19:0] counter;
    always @(posedge clk) 
    counter = counter + 1;
    wire [2:0] select ;
    assign select= counter [19:17];
    always @(*)
    begin
            case(select)
             0: DOUT = B0;
             1: DOUT = B1;
             2: DOUT = B2;
             3: DOUT = B3;
             4: DOUT = B4;
             5: DOUT = B5;
             6: DOUT = B6;
             7: DOUT = B7;
             default DOUT = DOUT;
             endcase
        case(select)
        0:E = 8'b11111110;
        1:E = 8'b11111101;
        2:E = 8'b11111011;
        3:E = 8'b11110111;
        4:E = 8'b11101111;
        5:E = 8'b11011111;
        6:E = 8'b10111111;
        7:E = 8'b01111111;
        default E = E;
        endcase
    end
    assign DP = DOUT[0];
    always @ (DOUT) 
    begin
       if (DOUT[5])
           case(DOUT[4:1])
               0: CAtoCG <= 7'b0000001;
               1: CAtoCG <= 7'b1001111;
               2: CAtoCG <= 7'b0010010;
               3: CAtoCG <= 7'b0000110;
               4: CAtoCG <= 7'b1001100;
               5: CAtoCG <= 7'b0100100;
               6: CAtoCG <= 7'b0100000;
               7: CAtoCG <= 7'b0001111;
               8: CAtoCG <= 7'b0000000;
               9: CAtoCG <= 7'b0000100;
               10: CAtoCG <= 7'b0001000;
               11: CAtoCG <= 7'b1100000;
               12: CAtoCG <= 7'b0110001;
               13: CAtoCG <= 7'b1000010;
               14: CAtoCG <= 7'b0110000;
               15: CAtoCG <= 7'b0111000;
               default: CAtoCG <= CAtoCG;
           endcase
           else 
           CAtoCG <= 7'b1111111;
    end
endmodule
```

## flow/run.sh

```bash
#!/bin/bash
# OpenROAD 26Q1-2900-gdf79404cd8, Yosys 0.63+post, stock flow scripts
make -C /OpenROAD-flow-scripts/flow DESIGN_CONFIG=/design/flow/config.mk WORK_HOME=/design/flow/orfs finish
```

==> results_slide.txt <==
Key Metrics from the Run

Status
  – Status: finished, final reports clean

Critical path
  – CP startpoint kind: flop
  – Reg2reg end: E[2]
  – Reg2reg path depth: 6
  – CP required: 2.88 ns
  – Crit Path Category: reg -> out
  – Reg-to-Reg Start: counter[4]
  – Critical Path AT: roughly 2.7 ns
  – Register-to-Register Setup Slack: 1.64 ns
  – CP Capture Type: output pin
  – Critical path peak fanout: 13

Timing
  – Worst hold margin: about 0.41 ns
  – PnR worst setup slack: 0.184 ns
  – Max Clk Rate: 293 MHz
  – Endpoints left unconstrained: ~96
  – Slew headroom: 0.409
  – Worst Clk Skew: 0.00374 ns
  – Max Slew Vio Count: 0
  – Register pins left without a clock: 48
  – Tmin final: around 3.4 ns
  – Setup TNS: 0 ns
  – Final hold viol count: 0
  – Final Cycle Share: 0.949
  – Final setup viols: 0
  – Worst-margin pin slew: around 0.88 ns
  – RSZ-0062 raised after global routing: no

Floorplan
  – Fp_density: 0.311
  – IO Count: 27
  – Row cnt: 42
  – DIE HEIGHT: 120 um
  – Core ar.: roughly 13,000 um^2
  – Die width: between 100 and 150 um
  – Die ar.: 14,300 um^2

Place
  – Worst slack, placed: 0.298 ns
  – Number of port buffers: 26
  – Gpl congestion: 0.853
  – Dpl cells: between 500 and 600
  – Area after DPL: 4640 um^2
  – Post-DP HPWL: slightly below 6 mm

Clock network
  – H-tree depth: 3
  – # hold bufs at CTS: 0
  – CTS Buf Count: 9
  – CTS Root Cell: clkbuf_16
  – CTS tree: built
  – Clk buf depth: 2
  – Reg clk slew, reported paths: approximately 0.05 ns
  – Post-CTS Setup Inserts: 0
  – Worst-Skew Late Latency: 0.32 ns

Drt
  – N_diodes: 0
  – WL per Instance: 14.8 um
  – TritonRoute pass-1 iters: 4
  – Starting DRC count in detailed routing: approximately 140
  – DR vias: between 2,000 and 3,000
  – Final ANT Viol Nets: 0
  – Vias per cell: between 4 and 5
  – DRC Markers: 0
  – Post-Route WL: about 8 mm

Hold path
  – Worst hold path class: reg -> reg
  – Hold Path Stages: 1
  – Hold Path End: counter[0]
  – Worst hold path startpoint: counter[0]

Synthesis
  – Yosys cell count: ~330
  – Synth top area share: 0.347
  – Async SR Flop Fraction: 0
  – Yosys warns: 1
  – Distinct cells, synth: 55
  – Synth area leader: edfxtp_1
  – Predominant post-synthesis flop cell: edfxtp_1
  – Top cells, area: edfxtp_1 35%, dlxtn_1 17%, dfxtp_1 14%, mux2i_1 4.1%, xnor2_1 3.0%
  – Syn Area/Cell: between 10 and 15 um^2
  – Ys flops: ~120
  – Area of the mapped netlist: a little over 4000 um^2
  – Mapped Cells: about 330
  – Yosys chip area: 4150 um^2
  – Number of enable flip-flop cells: about 48

Layout
  – Design area: approximately 5000 um^2
  – Layout area overhead: 20.5%
  – Layout cells sized above 1: 0.115
  – Final std cells w/o fill: roughly 550
  – Layout Utilization: 0.375
  – Number of flip-flops in the largest register: 20

Pwr
  – Peak supply drop: 241 uV
  – Power Dens Cells: approximately 390 nW/um^2
  – Pwr Total: 1.96 mW
  – Cell-internal power: ~1.6 mW
  – Combinational Power Share: 0.028
  – Clk pwr share: 0.470
  – Switching Share: 0.184
  – Psw: between 0.3 and 0.4 mW
  – Sequential share of power: 0.502
  – Leakage: roughly 1.7 nW

Global route
  – GRT overflow: 0
  – Total GRT Usage: 0.121
  – Largest net degree at the start of global routing: 27
  – Antenna violations before repair: 0
  – Vias in the first global route: about 2,600
  – First-pass GRT wire length: 13.0 mm

Run
  – Tool warning count: 29
  – Max-Cap Viols: 0
## cell type report
class	count	area, um^2
fillers	1293	8350
multi-input cells	186	1330
flip-flops and latches	124	2730
well taps	176	220
clock buffers	11	233
clock inverters	5	76.3
inverters	10	37.5
repair buffers	38	380
## synth_stat cells (all sizes together) (2+ instances only)
master and number:
o221ai 5, nand2b 7, nand3 15, dfxtp 28, ha 7, nor3b 2, nand2 17, buf 9
xnor2 14, o22ai 7, a211oi 4, nor2 20, o21ai 10, a31oi 4, and3 5, xor2 5
a22oi 4, inv 10, mux2i 17, and2 4, nand4 6, nand3b 2, dlxtn 48, a221oi 2
nor2b 5, edfxtp 48, nor3 4, a21oi 5, clkbuf 2
## power groups by stage
| stage | clock network [mW] | logic (mW) | registers, mW |
|---|---|---|---|
| global route | 0.981 | 0.0590 | 0.986 |
| CTS | 0.938 | 0.0547 | 0.985 |
| finish | 0.921 | 0.0542 | 0.984 |
## critical path: stages, from the launching register on
cell and delay, ns:
dfxtp_4 0.36, buf_12 0.15, or3_4 0.38, o22ai_1 0.16
buf_4 0.16, inv_1 0.09, ha_1 0.27, a2111oi_2 0.31
a31oi_1 0.07, clkdlybuf4s50_1 0.41
## worst max-delay path by stage
stage / from / endpoint / slack [ns]
6_report: counter[19] / CAtoCG[3] / 0.18
5_1_grt: counter[19] / CAtoCG[6] / 0.01
4_1_cts: counter[19] / CAtoCG[3] / 0.02
## metal layers
layer | up-vias | wire length [um] | GRT usage
li1 | 1288 | - | -
met2 | 80 | 3610 | 0.178
met1 | 1242 | 3770 | 0.176
met4 | 0 | 98 | 0.0203
met3 | 10 | 655 | 0.0495
met5 | - | 0 | 0
## cell usage in the layout, fill, tap and decap left out, drive strengths merged, types with 5 or more instances in the layout
master / n
edfxtp: 48
dlxtn: 48
dfxtp: 28
clkdlybuf4s50: 26
nor2: 20
nand2: 17
mux2i: 17
nand3: 15
xnor2: 14
clkbuf: 12
buf: 11
inv: 10
o21ai: 10
o22ai: 7
ha: 7
nand2b: 7
nand4: 6
xor2: 5
o221ai: 5
nor2b: 5
and3: 5
a21oi: 5
## cell families after synthesis
logic type / Yosys count / synth area share
AOI/OAI and AO/OA: 50 / 0.0871
xor gates and xnor gates: 19 / 0.0401
adders and majority gates: 7 / 0.0211
buffers and inverters: 21 / 0.0304
DFF: 76 / 0.482
latches: 48 / 0.174
muxes: 17 / 0.0410
and+or+nand+nor: 93 / 0.124
## repair_timing
| action | in CTS | in global routing |
|---|---|---|
| pin swaps | 0 | 2 |
| resized | 5 | 5 |
| setup endpoints to repair | 1 | 3 |
| gates cloned | 0 | 1 |
| endpoints found under the hold margin | 0 | 0 |
Power is estimated from default activity; no workload was simulated.
